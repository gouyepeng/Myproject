<file path="/design/flow/config.mk">
export PLATFORM = sky130hd
export DESIGN_NAME = cmd_top
export DESIGN_NICKNAME = cmd_top
export VERILOG_FILES = /design/flow/design.v
export SDC_FILE = /design/flow/constraint.sdc
export NUM_CORES = 4
export LEC_CHECK = 1
export CORE_UTILIZATION = 40
</file>
<file path="/design/flow/constraint.sdc">
current_design cmd_top

set clk_period 2.5
set clk_io_pct 0.2

create_clock -name clk0 -period $clk_period [get_ports {clk}]

set non_clock_inputs [all_inputs -no_clocks]
set_input_delay [expr $clk_period * $clk_io_pct] -clock clk0 $non_clock_inputs
set_output_delay [expr $clk_period * $clk_io_pct] -clock clk0 [all_outputs]
</file>
<file path="/design/flow/design.v">
`timescale 1ns / 1ps
module cmd_top(
	input		wire				clk,
	input		wire				reset,
	input		wire				wr_en,
	input		wire		[31:0]	wr_addr,
	input		wire		[15:0]	wr_data,
	input		wire				rd_en,
	input		wire		[31:0]	rd_addr,
	output		reg					time_control_en,
	output		reg			[7:0]	time_num,
	output		reg			[3:0]	time_unit,
	output		reg					led_mode_en,
	output		reg			[3:0]	led_mode,
	output		reg					rd_led_mode_en,
	output		reg					rd_led_time_en
	);
	reg						wr_en_dly1;
	reg						wr_en_dly2;
	reg			[31:0]		wr_addr_dly1;
	reg			[31:0]		wr_addr_dly2;
	reg			[15:0]		wr_data_dly1;
	reg			[15:0]		wr_data_dly2;
	reg						rd_en_dly1;
	reg						rd_en_dly2;
	reg			[31:0]		rd_addr_dly1;
	reg			[31:0]		rd_addr_dly2;
	always @ (posedge clk) begin
		wr_en_dly1 <= wr_en;
		wr_en_dly2 <= wr_en_dly1;
		wr_addr_dly1 <= wr_addr;
		wr_addr_dly2 <= wr_addr_dly1;
		wr_data_dly1 <= wr_data;
		wr_data_dly2 <= wr_data_dly1;
		rd_en_dly1 <= rd_en;
		rd_en_dly2 <= rd_en_dly1;
		rd_addr_dly1 <= rd_addr;
		rd_addr_dly2 <= rd_addr_dly1;
	end
	always @ (posedge clk) begin
		if (reset) begin
			time_control_en <= 1'b0;
			led_mode_en <= 1'b0;
			time_num <= 8'd3;
		end
		else if (wr_en_dly2) begin	 
			case (wr_addr_dly2)		 
				32'd0	:	begin
					time_control_en <= 1'b1;
					time_num <= wr_data_dly2[15:8];
					time_unit <= wr_data_dly2[7:4];
				end
				32'd1	:	begin
					led_mode_en <= 1'b1;
					led_mode <= wr_data_dly2[3:0];
				end
				default	:	begin
					time_control_en <= 1'b0;
					led_mode_en <= 1'b0;
				end
 			endcase
		end
		else begin
			time_control_en <= 1'b0;
			led_mode_en <= 1'b0;
		end
	end
	always @ (posedge clk) begin
		if (reset) begin
			rd_led_mode_en <= 1'b0;
			rd_led_time_en <= 1'b0;
		end
		else if (rd_en_dly2) begin
			case (rd_addr_dly2)
				32'd0	:	begin
					rd_led_mode_en <= 1'b1;
					rd_led_time_en <= 1'b0;
				end
				32'd1	:	begin
					rd_led_mode_en <= 1'b0;
					rd_led_time_en <= 1'b1;
				end
				default :	begin
					rd_led_mode_en <= 1'b0;
					rd_led_time_en <= 1'b0;
				end	
			endcase
		end
		else begin
			rd_led_mode_en <= 1'b0;
			rd_led_time_en <= 1'b0;
		end
	end
endmodule
</file>
<file path="/design/flow/run.sh">
#!/bin/bash
# OpenROAD 26Q1-2900-gdf79404cd8, Yosys 0.63+post, stock flow scripts
make -C /OpenROAD-flow-scripts/flow DESIGN_CONFIG=/design/flow/config.mk WORK_HOME=/design/flow/orfs finish
</file>
==> metrics.cfg <==
[status]
outcome=finished clean

[pwr]
total_switching_power_mw=1.214
p_sw_share_pct=21.14
power_density_nw_per_um2=962.2
p_int_mw=4.529
pwr-share-seq_pct=54.4
power.share.clock_pct=43.0
ir_drop_mv=0.5828
finalPower_mw=5.743
pwr-share-comb_pct=2.5
p_leak_nw=2.332

[clocking]
cts_sinks=184
ctsResizeCount=0
cts_tree=yes
clockRootBuffer=clkbuf_8
cts_buffers=17
htreeDepth=4
clockBufferDepth=2
clk_latency_ns=0.50
path_clk_slew_ns=0.07
postCtsSetupBuffers=0
cts_hold_buf=0

[routing]
num_antenna_cells=0
finalWirelength_um=5553
firstDrtPassIters=3
antenna_left=0
drc=0
wire_per_inst_um=10.91
viasPerCell=3.939
vias=2005
drtIter0Drc=25

[job]
warnings=25
cap_violations=0

[synth]
yosys_warnings=1
async_flop_share_pct=0
synth.top_cells.by_count=dfxtp_1 (176), nor4_1 (13), nand2b_1 (12)
ys_ff=184
syn_area_per_cell_um2=17.36
synth.most_common_cell=dfxtp_1
netlist_instances=241
area_leaders=dfxtp_1 (84%), edfxtp_1 (5.7%), nor4_1 (1.9%), mux2i_1 (1.9%), nand2b_1 (1.8%)
edf_count=8
synth_chip_area_um2=4184
synth_top_area_share_pct=84.21
synthFlopType=dfxtp_1
netlist_area_um2=4184
synth_cell_types=20
synth_stat.cells=241
ys_seq_share_pct=89.95
top_area_cell=dfxtp_1

[placement]
gp_congestion=0.7330
pre_cts_ws_ns=0.4363
port_buffers=103
dpl.hpwl_um=3769

[global_route]
antenna_found_initial=0
grt_max_degree=20
grt_pass1_wl_um=9335
grt_use_total_pct=11.60
globalRoute.totalOverflow=0
grt_pass1_vias=2030

[timing]
final_hold_viol_count=0
slew_viol_final=0
finalCritPeriodShare_pct=73.40
skew_ns=0.008243
final-setup-viol-count=0
grt_setup_unrepaired=no
hold_slack_ns=0.3209
layout_setup_ws_ns=0.6651
tns_ns=0
fin_crit_ns=1.835
max_freq_ghz=0.5450
tightest_slew_ns=0.5503
slew_headroom_pct=63.19

[floorplanning]
io_pins=104
fp_util_pct=42.03
rows=36
dieArea_um2=10870
core_um2=9955
die_h_um=104.3
die_x_um=104.3

[setup_path]
cp-end-kind=register
crit_path_max_fanout=4
worstPathCellList=nor4_1 -> nand4_1 -> nor3_1 -> and2_1
cpPeakStageDelay_ns=0.39
cp_data_arrival_time_ns=2.03
path_class=reg -> reg
startpoint_type=register
crit_path_top_delay_cell=nor4_1
crit_required_ns=2.69

[cells_and_area]
fillers=749
drive_gt1_share_pct=10.64
post-route-util_pct=59.95
areaGrowthSynthToFinish_pct=42.64

[min_path]
hold_class=reg -> reg

==> cell usage in the layout, fill, tap and decap left out <==
master and instances:
nand2b_1 12, a21boi_0 1, clkinv_8 2, nor3_1 1
clkinvlp_4 1, clkbuf_8 2, or3_1 1, edfxtp_1 8
nand4_1 3, mux2i_1 8, nor4_4 1, nor2_1 5
and2_1 1, nor4b_1 1, buf_4 2, nor4_1 13
dfxtp_1 176, o21a_1 1, nor4_2 2, clkdlybuf4s50_1 103
clkinv_4 4, inv_1 2, inv_8 6, nand4_2 1
clkbuf_16 16, nor3_4 1, nor4b_2 1, inv_6 1
==> metal layers <==
metal | vias to the layer above | GRT usage, % | share of wire, %
li1 | 1048 | - | -
met1 | 869 | 16.46 | 44
met2 | 83 | 16.18 | 42
met3 | 5 | 7.147 | 13
met4 | 0 | 1.531 | 1.1
met5 | - | 0 | 0
==> cell families (layout without fill, tap and decap cells) <==
group / count (synthesis) / count (layout) / synth area share (%)
AND-OR/OR-AND: 2 / 2 / 0.3590
buffers and inverters: 4 / 139 / 0.3590
flip-flops: 184 / 184 / 89.95
multiplexers: 8 / 8 / 1.914
AND/OR/NAND/NOR: 43 / 43 / 7.416
==> sequential cells by signal (all words and copies together) (netlist names), 4 cells and up <==
register and count:
wr_addr_dly1 32, led_mode 4, rd_addr_dly1 32, time_unit 4
rd_addr_dly2 32, wr_data_dly1 16, wr_data_dly2 16, wr_addr_dly2 32
time_num 8
==> critical path: cells and delay by family (launching register included) <==
| family | cells | cell delay, ns |
|---|---|---|
| AND/OR/NAND/NOR | 4 | 1.23 |
| flip-flops | 1 | 0.30 |
==> power by group through the flow <==
stage | Combinational (mW) | Sequential (mW) | Clock, mW
6_report | 0.145 | 3.13 | 2.47
4_1_cts | 0.148 | 3.13 | 2.55
5_1_grt | 0.158 | 3.14 | 2.69
==> final timing paths <==
check / startpoint / endpoint / slack [ns] / cells after the start
min: wr_data_dly1[6] / wr_data_dly2[6] / 0.32 / 0
max: wr_addr_dly2[14] / led_mode[1] / 0.67 / 4
max reg2reg: wr_addr_dly2[14] / led_mode[1] / 0.67 / 4
min reg2reg: wr_data_dly1[6] / wr_data_dly2[6] / 0.32 / 0
==> layout make-up <==
type	instances	area, um2	area share [%]
inverters	2	7.507	0.1258
multi-input cells	53	405.4	6.792
repair buffers	105	1046	17.53
flip-flops and latches	184	3764	63.06
clock buffers	18	427.9	7.170
clock inverters	14	151.4	2.537
well taps	133	166.4	2.788
==> per-stage QoR <==
step                area (um2)  std cells
finish                    5968        509
global route              5968        509
CTS                       5968        509
detailed placement        5389        477
global placement          5389        477
floorplan                 4184        241
Power figures rest on the tool's default switching activity, not on a simulated workload.
