## /design/flow/config.mk

```make
export PLATFORM = sky130hd
export DESIGN_NAME = uart_cmd_decode
export DESIGN_NICKNAME = uart_cmd_decode
export VERILOG_FILES = /design/flow/design.v
export SDC_FILE = /design/flow/constraint.sdc
export NUM_CORES = 4
export LEC_CHECK = 1
export CORE_UTILIZATION = 40
```

## /design/flow/constraint.sdc

```tcl
current_design uart_cmd_decode

set clk_period 6.6
set clk_io_pct 0.2

create_clock -name clk0 -period $clk_period [get_ports {clk}]

set non_clock_inputs [all_inputs -no_clocks]
set_input_delay [expr $clk_period * $clk_io_pct] -clock clk0 $non_clock_inputs
set_output_delay [expr $clk_period * $clk_io_pct] -clock clk0 [all_outputs]
```

## /design/flow/design.v

```verilog
`timescale 1ns / 1ps
module uart_cmd_decode(
	input		wire				clk,
	input		wire				reset,
	input		wire				dout_v,
	input		wire	[7:0]		dout,
	output		reg					wr_en,
	output		reg		[31:0]		wr_addr=0,
	output		reg		[15:0]		wr_data=0,
	output		reg					rd_en,
	output		reg		[31:0]		rd_addr=0
    );
	reg			[7:0]	data_reg0;
	reg			[7:0]	data_reg1;
	reg			[7:0]	data_reg2;
	reg			[7:0]	data_reg3;
	reg			[7:0]	data_reg4;
	reg			[7:0]	data_reg5;
	reg			[7:0]	data_reg6;
	reg			[7:0]	data_reg7;
	reg			[7:0]	data_reg8;
	reg			[7:0]	data_reg9;
	reg					clear_en=0;
	reg			[2:0]	state;
	always @ (posedge clk) begin
		if (reset | clear_en) begin
			data_reg0 <= 8'd0;
			data_reg1 <= 8'd0;
			data_reg2 <= 8'd0;
			data_reg3 <= 8'd0;
			data_reg4 <= 8'd0;
			data_reg5 <= 8'd0;
			data_reg6 <= 8'd0;
			data_reg7 <= 8'd0;
			data_reg8 <= 8'd0;
			data_reg9 <= 8'd0;
		end
		else if (dout_v) begin
			data_reg0 <= dout;
			data_reg1 <= data_reg0;
			data_reg2 <= data_reg1;
			data_reg3 <= data_reg2;
			data_reg4 <= data_reg3;
			data_reg5 <= data_reg4;
			data_reg6 <= data_reg5;
			data_reg7 <= data_reg6;
			data_reg8 <= data_reg7;
			data_reg9 <= data_reg8;
		end
	end
	always @ (posedge clk) begin
		if (reset) begin
			state <= 3'd0;
			wr_en <= 1'b0;
			rd_en <= 1'b0;
		end
		else begin
			case (state)
				3'd0	:	begin
					if (data_reg9 == 8'hAA && data_reg8 == 8'h55 && data_reg1 == 8'h00 && data_reg0 == 8'hFF) begin
						state <= 3'd1;
					end
					else if (data_reg9 == 8'hAA && data_reg8 == 8'h66 && data_reg1 == 8'h00 && data_reg0 == 8'hFF) begin
						state <= 3'd2;
					end
				end
				3'd1	:	begin
					wr_en <= 1'b1;
					wr_addr <= {data_reg7,data_reg6,data_reg5,data_reg4};
					wr_data <= {data_reg3,data_reg2};
					state <= 3'd3;
				end
				3'd2	:	begin
					rd_en <= 1'b1;
					rd_addr <= {data_reg7,data_reg6,data_reg5,data_reg4};
					state <= 3'd3;
				end
				3'd3	:	begin
					wr_en <= 1'b0;
					rd_en <= 1'b0;
					clear_en <= 1'b1;
					state <= 3'd4;
				end
				3'd4	:	begin
					clear_en <= 1'b0;
					state <= 3'd0;
				end
			endcase
		end
	end
endmodule
```

## /design/flow/run.sh

```bash
#!/bin/bash
# OpenROAD 26Q1-2900-gdf79404cd8, Yosys 0.63+post, stock flow scripts
make -C /OpenROAD-flow-scripts/flow DESIGN_CONFIG=/design/flow/config.mk WORK_HOME=/design/flow/orfs finish
```

==> out/qor.yml <==
status:
  status: "finished, final reports clean"
synth:
  top_logic_kind: "multiplexers"
  top_area_share_pct: 43.6
  synthAdderAreaFrac_pct: 0
  ys_cells: 377
  yosys-mux-area-fraction_pct: 14.4
  yosys_area_um2: 5580
  xor_share_pct: 0
  synth_cells: 377
  ys.flops: 168
  ys_sh_aoi_pct: 0.0897
  yosysTopAreaCell: "edfxtp_1"
  simple_gate_area_share_pct: 8.91
  syn-cell-area_um2: 5580
  ys_seq_share_pct: 74.8
  area_leaders: "edfxtp_1 (44%), dfxtp_1 (31%), mux2i_1 (14%)"
  syn_avg_cell_area_um2: 14.8
  synth_cell_type_count: 20
  synth_warnings: 1
critical_path:
  endpoint_kind: "flip-flop"
  cpMaxStageDelayCell: "clkdlybuf4s50_1"
  criticalPathCategory: "input pin to flip-flop"
  critPathMaxStageDelay_ps: 730
  critPathArrivalTime_ps: 3050
  path_buffers: 2
  worst-path-max-fanout: 80
  path_cells: "clkdlybuf4s50_1, or2_2, buf_4, nor2_1"
  crit_required_ps: 6870
  cp_top_family: "buffers and inverters"
  critPathLaunchType: "input pin"
floorplanning:
  core_area_um2: 13400
  dieArea_um2: 14400
  die_w_um: 120
  die_h_um: 120
  rows: 42
  initial_core_util_pct: 41.6
  io_pins: 93
global_routing:
  grt_overflow: 0
  grt_pass1_wl_mm: 14.9
  grt_max_degree: 81
  antenna_found_initial: 0
  gr-usage-all-layers_pct: 14.0
  grt_pass1_vias: 2928
clocking:
  htreeDepth: 4
  clk_path_buf_depth: 2
  clkTransAtPathRegs_ps: 60
  cts-root-buf: "clkbuf_16"
  clkSinkCount: 168
  cts_setup_buffers: 0
  cts_tree: "built"
  cts_made_buffers: 17
  hold_buffers: 0
  post_cts_resized: 0
  worst_skew_pair.late_latency_ps: 410
placement:
  port_buffers: 92
  gp_congestion: 0.763
  hpwl_mm: 5.77
sta:
  finalMaxSlewViolations: 0
  finalHoldViolCount: 0
  tightest_slew_ps: 829
  relSlewSlack_pct: 44.8
  clock.fmax_mhz: 360
  finalSetupTns_ps: 0
  skew_ps: 6.54
  layout_min_cycle_time_ps: 2780
  setup_viol_count_final: 0
  fin_crit_sh_pct: 42.1
  rsz0062_at_grt: "no"
drt:
  wirelength_mm: 9.35
  drt-pass1-iter-count: 4
  drcViolationCount: 0
  drt_iter0_drc: 249
  via_count: 3087
  drt-wirelength-per-cell_um: 14.1
  diodes: 0
  postRouteAntennaNets: 0
  via_per_inst: 4.66
layout:
  syn2layout_area_growth_pct: 29.7
  drive_above_1_share_pct: 7.82
  reg_top3: "rd_addr: 32 flops, wr_addr: 32 flops, wr_data: 16 flops"
  final_core_util_pct: 54.0
job:
  warning_count: 25
  drv_cap: 0
pwr:
  max-vdd-ir-drop_mv: 0.157
  p_leak_nw: 2.54
  power_density_nw_per_um2: 286
worst_hold_path:
  hp-class: "flip-flop to flip-flop"
==> synth_stat cells <==
library cell / instances
mux2i_1: 80
nor2b_1: 3
nor3_1: 4
buf_2: 18
nor4b_1: 1
nor4_2: 2
nand2_1: 1
inv_1: 2
and4b_1: 2
dfxtp_1: 87
or2_1: 1
or2_2: 1
nor4bb_1: 4
edfxtp_1: 81
nor4b_2: 1
nand4_1: 2
nand3_1: 1
nor2_1: 84
o21ai_0: 1
clkbuf_1: 1
==> logic make-up after synthesis <==
logic type      Yosys count
buf+inv                  21
compound gates            1
flops                   168
mux                      80
simple gates            107
==> where the power goes <==
group	internal, mW	total, mW	leakage [nW]	switching [mW]
registers	1.08	1.09	1.26	0.00126
clock network	0.584	0.944	0.284	0.359
logic	0.0176	0.0373	0.990	0.0196
==> layout by cell type, fill, tap and decap left out, types with 2 or more instances in the layout <==
cell type	n
nor2b_4	2
nand4_1	2
clkbuf_1	2
mux2i_1	80
inv_1	2
nor4bb_1	4
nor4_2	2
dfxtp_1	87
nor2_1	84
clkinv_2	6
buf_4	5
clkbuf_16	17
clkdlybuf4s50_1	91
edfxtp_1	81
and4b_1	2
or2_2	2
clkinv_1	4
bufinv_16	3
nor3_1	4
==> worst paths after layout <==
path / startpoint / to / slack, ps / depth (start not counted)
min reg2reg: data_reg3[1]$_SDFFE_PP0P_ / wr_data[9]$_DFFE_PP_ / 460 / 0
max: reset / data_reg2[0]$_SDFFE_PP0P_ / 3820 / 4
min: data_reg3[1]$_SDFFE_PP0P_ / wr_data[9]$_DFFE_PP_ / 460 / 0
max reg2reg: data_reg8[5]$_SDFFE_PP0P_ / state[0]$_DFF_P_ / 5100 / 4
==> area by class of cell <==
cell class	instances	area (µm²)
Fill cell	1088	6160
Sequential cell	168	4170
Multi-Input combinational cell	188	1320
Timing Repair Buffer	96	948
Clock buffer	19	433
Tap cell	176	220
Clock inverter	13	135
Inverter	2	7.51
==> layer usage <==
| layer | global-route usage [%] | wire length [µm] | vias up |
|---|---|---|---|
| li1 | - | - | 1542 |
| met1 | 24.3 | 4630 | 1435 |
| met2 | 19.2 | 3920 | 97 |
| met3 | 3.79 | 590 | 13 |
| met4 | 2.50 | 204 | 0 |
| met5 | 0 | 0 | - |
==> per-stage QoR <==
step	area (µm²)	cells	total power, mW	hold WS [ps]	setup slack (ps)
global route	7240	662	2.13	487	3700
CTS	7240	662	2.08	464	3860
finish	7240	662	2.07	460	3820
detailed placement	6670	630	1.14	451	3420
floorplan	5580	377	1.14	429	2490
global placement	6670	630	1.14	446	3480
Power and IR drop assume default switching activity.
